==> flow/design.v <==
module command_parser(
    input clk,
    input rst_n,
    input [7:0] rx_data,
    input rx_valid,
    output reg [6:0] duty_cycle,    
    output reg [1:0] pow2,          
    output reg [1:0] pow5,          
    output reg [7:0] tx_data,
    output reg tx_valid
);
    parameter BUFFER_SIZE = 32;
    reg [7:0] rx_buffer [0:BUFFER_SIZE-1];
    reg [5:0] buffer_ptr = 0;   
    reg end_of_string_flag = 0;
    always @(posedge clk or negedge rst_n) begin
        if(!rst_n) begin
            buffer_ptr <= 0;
            end_of_string_flag <= 0;
        end else begin
            if(rx_valid) begin
                if(buffer_ptr < BUFFER_SIZE) begin
                    rx_buffer[buffer_ptr] <= rx_data;
                    buffer_ptr <= buffer_ptr + 1;
                end
                if(rx_data == 8'h0A || rx_data == 8'h0D) begin  
                    end_of_string_flag <= 1;
                end
            end
            if(end_of_string_flag) begin
                buffer_ptr <= 0;
            end
        end
    end
    typedef enum logic [1:0] {IDLE, PARSE, SEND} state_t;
    state_t state = IDLE;
    reg [7:0] tx_reg;
    reg send_flag;
    integer i;
    reg valid_cmd;
    always @(posedge clk or negedge rst_n) begin
        if(!rst_n) begin
            state <= IDLE;
            tx_data <= 8'd0;
            tx_valid <= 0;
            send_flag <= 0;
        end else begin
            case(state)
                IDLE: begin
                    tx_valid <= 0;
                    if(end_of_string_flag) begin
                        state <= PARSE;
                    end
                end
                PARSE: begin
                    valid_cmd = 0;
                    if(rx_buffer[0] == "H" && rx_buffer[1] == "E" && rx_buffer[2] == "L" && rx_buffer[3] == "P") begin
                        tx_reg <= "H";  
                        valid_cmd = 1;
                    end else if(rx_buffer[0] == "S" && rx_buffer[1] == "T" && rx_buffer[2] == "A" && rx_buffer[3] == "T" && rx_buffer[4] == "U" && rx_buffer[5] == "S") begin
                        tx_reg <= duty_cycle + 8'd48;  
                        valid_cmd = 1;
                    end else if(rx_buffer[0] == "D" && rx_buffer[1] == "C") begin
                        if(rx_buffer[2] >= "0" && rx_buffer[2] <= "9") begin
                            duty_cycle <= (rx_buffer[2]-"0")*10 + (rx_buffer[3]-"0");
                            if(duty_cycle <= 99)
                                tx_reg <= "O";  
                            else
                                tx_reg <= "F";  
                            valid_cmd = 1;
                        end
                    end else if(rx_buffer[0] == "P" && rx_buffer[1] == "O" && rx_buffer[2] == "W") begin
                        if(rx_buffer[3] == "2") begin
                            if(rx_buffer[4] >= "0" && rx_buffer[4] <= "3") begin
                                pow2 <= rx_buffer[4] - "0";
                                tx_reg <= "O";  
                            end else begin
                                tx_reg <= "F";  
                            end
                            valid_cmd = 1;
                        end else if(rx_buffer[3] == "5") begin
                            if(rx_buffer[4] >= "0" && rx_buffer[4] <= "3") begin
                                pow5 <= rx_buffer[4] - "0";
                                tx_reg <= "O";  
                            end else begin
                                tx_reg <= "F";  
                            end
                            valid_cmd = 1;
                        end
                    end
                    if(valid_cmd == 0) tx_reg <= "F";  
                    state <= SEND;
                end
                SEND: begin
                    tx_data <= tx_reg;
                    tx_valid <= 1;
                    state <= IDLE;
                    end_of_string_flag <= 0;  
                end
            endcase
        end
    end
endmodule
module pwm_generator(
    input clk,              
    input rst_n,            
    input [1:0] pow2,       
    input [1:0] pow5,       
    input [6:0] duty_cycle,  
    output reg pwm_out
);
    reg [31:0] counter;
    reg [31:0] pwm_period;
    reg [31:0] compare_value;
    always @(*) begin
        pwm_period = 50000 / ((2 ** pow2) * (5 ** pow5));  
        compare_value = (pwm_period * duty_cycle) / 100;
    end
    always @(posedge clk or negedge rst_n) begin
        if (!rst_n)
            counter <= 0;
        else if (counter >= pwm_period - 1)
            counter <= 0;
        else
            counter <= counter + 1;
    end
    always @(posedge clk) begin
        pwm_out <= (counter < compare_value) ? 1'b1 : 1'b0;
    end
endmodule
module top_module(
    input clk,
    input rst_n,
    input rx,
    output tx,
    output pwm_out
);
    wire [7:0] rx_data;
    wire rx_valid;
    wire [7:0] tx_data;
    wire tx_valid;
    reg [6:0] duty_cycle = 0;
    reg [1:0] pow2 = 0;
    reg [1:0] pow5 = 0;
    uart_rx u_rx(
        .clk(clk),
        .rst_n(rst_n),
        .rx(rx),
        .data_out(rx_data),
        .data_valid(rx_valid)
    );
    command_parser u_parser(
        .clk(clk),
        .rst_n(rst_n),
        .rx_data(rx_data),
        .rx_valid(rx_valid),
        .duty_cycle(duty_cycle),
        .pow2(pow2),
        .pow5(pow5),
        .tx_data(tx_data),
        .tx_valid(tx_valid)
    );
    uart_tx u_tx(
        .clk(clk),
        .rst_n(rst_n),
        .data_in(tx_data),
        .send(tx_valid),
        .tx(tx)
    );
    pwm_generator u_pwm(
        .clk(clk),
        .rst_n(rst_n),
        .pow2(pow2),
        .pow5(pow5),
        .duty_cycle(duty_cycle),
        .pwm_out(pwm_out)
    );
endmodule
module uart_rx(
    input clk,            
    input rst_n,
    input rx,
    output reg [7:0] data_out,
    output reg data_valid
);
    parameter BAUD_RATE = 115200;
    parameter CLOCK_FREQ = 50_000_000;
    localparam integer BAUD_TICKS = CLOCK_FREQ / BAUD_RATE;
    typedef enum logic [1:0] {
        IDLE,
        START,
        DATA,
        STOP
    } state_t;
    state_t state = IDLE;
    reg [15:0] baud_counter = 0;
    reg [2:0] bit_index = 0;
    reg [7:0] rx_shift = 0;
    reg rx_sync_0, rx_sync_1;
    always @(posedge clk) begin
        rx_sync_0 <= rx;
        rx_sync_1 <= rx_sync_0;
    end
    always @(posedge clk or negedge rst_n) begin
        if(!rst_n) begin
            state <= IDLE;
            baud_counter <= 0;
            bit_index <= 0;
            rx_shift <= 0;
            data_valid <= 0;
            data_out <= 0;
        end else begin
            case(state)
                IDLE: begin
                    data_valid <= 0;
                    if(rx_sync_1 == 0) begin  
                        state <= START;
                        baud_counter <= BAUD_TICKS/2;  
                    end
                end
                START: begin
                    if(baud_counter == 0) begin
                        state <= DATA;
                        bit_index <= 0;
                        baud_counter <= BAUD_TICKS - 1;
                    end else begin
                        baud_counter <= baud_counter - 1;
                    end
                end
                DATA: begin
                    if(baud_counter == 0) begin
                        rx_shift[bit_index] <= rx_sync_1;
                        if(bit_index == 7) begin
                            state <= STOP;
                        end else begin
                            bit_index <= bit_index + 1;
                        end
                        baud_counter <= BAUD_TICKS - 1;
                    end else begin
                        baud_counter <= baud_counter - 1;
                    end
                end
                STOP: begin
                    if(baud_counter == 0) begin
                        data_out <= rx_shift;
                        data_valid <= 1;
                        state <= IDLE;
                    end else begin
                        baud_counter <= baud_counter - 1;
                    end
                end
            endcase
        end
    end
endmodule
module uart_tx(
    input clk,
    input rst_n,
    input [7:0] data_in,
    input send,
    output reg tx,
    output reg busy
);
    parameter BAUD_RATE = 115200;
    parameter CLOCK_FREQ = 50_000_000;
    localparam integer BAUD_TICKS = CLOCK_FREQ / BAUD_RATE;
    typedef enum logic [1:0] {IDLE, START, DATA, STOP} state_t;
    state_t state = IDLE;
    reg [15:0] baud_counter = 0;
    reg [2:0] bit_index = 0;
    reg [7:0] tx_shift = 0;
    always @(posedge clk or negedge rst_n) begin
        if(!rst_n) begin
            tx <= 1;
            state <= IDLE;
            busy <= 0;
            baud_counter <= 0;
            bit_index <= 0;
            tx_shift <= 0;
        end else begin
            case(state)
                IDLE: begin
                    tx <= 1;
                    busy <= 0;
                    if(send) begin
                        tx_shift <= data_in;
                        state <= START;
                        baud_counter <= BAUD_TICKS - 1;
                        busy <= 1;
                    end
                end
                START: begin
                    tx <= 0;
                    if(baud_counter == 0) begin
                        state <= DATA;
                        bit_index <= 0;
                        baud_counter <= BAUD_TICKS - 1;
                    end else begin
                        baud_counter <= baud_counter - 1;
                    end
                end
                DATA: begin
                    tx <= tx_shift[bit_index];
                    if(baud_counter == 0) begin
                        if(bit_index == 7) begin
                            state <= STOP;
                        end else begin
                            bit_index <= bit_index + 1;
                        end
                        baud_counter <= BAUD_TICKS - 1;
                    end else begin
                        baud_counter <= baud_counter - 1;
                    end
                end
                STOP: begin
                    tx <= 1;
                    if(baud_counter == 0) begin
                        state <= IDLE;
                        busy <= 0;
                    end else begin
                        baud_counter <= baud_counter - 1;
                    end
                end
            endcase
        end
    end
endmodule
==> flow/run.sh <==
#!/bin/bash
# OpenROAD 26Q1-2900-gdf79404cd8, Yosys 0.63+post, stock flow scripts
make -C /OpenROAD-flow-scripts/flow DESIGN_CONFIG=/design/flow/config.mk WORK_HOME=/design/flow/orfs finish
==> flow/config.mk <==
export PLATFORM = sky130hd
export DESIGN_NAME = top_module
export DESIGN_NICKNAME = top_module
export VERILOG_FILES = /design/flow/design.v
export SDC_FILE = /design/flow/constraint.sdc
export NUM_CORES = 4
export LEC_CHECK = 1
export CORE_UTILIZATION = 40
export SYNTH_HDL_FRONTEND = slang
==> flow/constraint.sdc <==
current_design top_module

set clk_period 5.0
set clk_io_pct 0.2

create_clock -name clk0 -period $clk_period [get_ports {clk}]

set non_clock_inputs [all_inputs -no_clocks]
set_input_delay [expr $clk_period * $clk_io_pct] -clock clk0 $non_clock_inputs
set_output_delay [expr $clk_period * $clk_io_pct] -clock clk0 [all_outputs]
==> impl_metrics.py <==
# Auto-generated metrics
metrics = {
    "floorplanning": {
        "die_h_um": 58.46,
        "die_x_um": 58.46,
        "row_count": 20,
        "core-area_um2": 3028,
        "chipArea_um2": 3417,
        "fp_util": 0.4211,
        "ios": 5,
    },
    "clock_tree": {
        "clock_path_buffers": 2,
        "htreeDepth": 1,
        "ctsResizeCount": 0,
        "cts_tree": "built",
        "clk-insertion-delay-late_ns": 0.31,
        "cts.sinks": 24,
        "cts_root_buf": "clkbuf_4",
        "path_clk_slew_ns": 0.13,
        "cts-hold-fix-buffers": 0,
        "numCtsBuffers": 3,
        "post_cts_buffers": 0,
    },
    "sta": {
        "fin_crit_ns": 2.288,
        "slew_headroom": 0.6329,
        "slew_viol_final": 0,
        "hold_violations": 0,
        "clock_skew_ns": 0.009562,
        "worst_pin_slew_ns": 0.5461,
        "finalClockPeriodUsage": 0.4575,
        "setup_tns_ns": 0,
        "rsz0062_at_grt": "no",
        "setup_violations": 0,
        "max_freq_mhz": 437.2,
    },
    "layout": {
        "fin_area_um2": 1363,
        "regMostFlops": "u_tx.baud_counter",
        "synthToLayoutAreaGrowth_pct": 6.870,
        "most-common-layout-cells": "dfrtp_1, nand2_1, o21ai_0, nand3_1",
        "layout_top_cell": "dfrtp_1",
        "reg_top3": "u_tx.baud_counter: 16 flops, u_tx.state: 4 flops, u_tx.bit_index: 3 flops",
        "largest_reg_flops": 16,
        "final-instance-count-excl-fill": 171,
        "drive_gt1_frac": 0.1496,
    },
    "grt": {
        "grt-ovfl-total": 0,
        "grt_max_degree": 25,
        "first_global_vias": 898,
        "grtUsageTotal": 0.1605,
        "antenna_found_initial": 0,
        "grt_pass1_wl_um": 4119,
    },
    "setup_path": {
        "critPathCapture": "tx",
        "cp-start-kind": "flip-flop",
        "rr_startpoint": "u_tx.baud_counter[0]",
        "r2r_cells": 6,
        "critPathBufInv": 1,
        "cp_cell_sequence": "clkdlybuf4s50_1",
        "arrival_ns": 1.29,
        "required_ns": 4.00,
        "critPathTopFamily": "flip-flops",
        "critPathCaptureType": "output port",
        "critPathSlowestCell": "dfstp_2",
        "cp-startpoint": "u_tx.tx",
        "worstSetupPathType": "flip-flop to output port",
        "crit_fanout": 1,
        "slowest_delay_ns": 0.54,
        "crit_cells": 1,
        "r2r-end": "u_tx.bit_index[0]",
        "reg2reg_slack_ns": 2.87,
    },
    "synth": {
        "async_reset_ff_frac": 1.000,
        "ys.flop_type": "dfrtp_1",
        "yosys.area.top_type": "dfrtp_1",
        "yosysTopAreaCellShare": 0.4318,
        "syn_inst": 124,
        "synth_cell_type_count": 43,
        "edf_count": 0,
        "synth.avg_cell_area_um2": 10.28,
        "syn_area_um2": 1275,
        "yosysWarnings": 2,
        "ys_seq_frac": 0.4730,
        "area_leaders": "dfrtp_1, dfstp_2, o21ai_0",
        "ys_cells": 124,
        "ys_area_um2": 1275,
        "ys_ff": 24,
    },
    "flow_run": {
        "maxCapViolCount": 0,
        "tool_warnings": 26,
    },
    "routing": {
        "vias": 932,
        "via_per_inst": 5.450,
        "antennaDiodeCount": 0,
        "avgRoutedWirePerCell_um": 13.14,
        "drt_first_pass_iters": 4,
        "routed_wl_um": 2247,
        "drc": 0,
        "drt_iter0_drc": 17,
        "ant_nets": 0,
    },
    "power_and_ir_drop": {
        "powerDensity_nw_per_um2": 209.6,
        "power.leakage_nw": 0.6099,
        "ir_worst_vdd_mv": 0.1772,
    },
    "place": {
        "place_inst": 167,
        "dpl_cell_area_um2": 1336,
        "portBuffers": 2,
        "place.gp.congestion": 0.7790,
        "hpwl_um": 1584,
    },
    "min_path": {
        "worstHoldPathType": "flip-flop to flip-flop",
    },
    "status": {
        "status": "completed",
    },
}
## final cells by class
type	count	area [µm²]
Fill cell	289	1665
Clock buffer	4	26.28
Inverter	5	18.77
Timing Repair Buffer	3	27.53
Sequential cell	24	603.1
Tap cell	44	55.05
Multi-Input combinational cell	91	631.9
## where the power goes
group / leakage [nW] / internal [mW] / switching, mW
Clock: 0.0150 / 0.0311 / 0.0554
Combinational: 0.281 / 0.00119 / 0.00373
Sequential: 0.314 / 0.194 / 0
## logic make-up after synthesis
family | after synthesis | synth area share
simple gates | 56 | 0.2944
compound gates | 25 | 0.1256
flops | 24 | 0.4730
buf+inv | 9 | 0.03140
xor+xnor | 5 | 0.03435
fa+ha+maj | 3 | 0.02944
other cells | 1 | 0.002941
mux | 1 | 0.008832
## metrics by stage
step | hold WS (ns) | util | worst slack [ns] | total power, mW
final | 0.5292 | 0.4500 | 2.712 | 0.2856
after global routing | 0.5618 | 0.4500 | 2.640 | 0.2991
after CTS | 0.5279 | 0.4500 | 2.690 | 0.2918
after detailed placement | 0.5060 | 0.4413 | 2.852 | 0.2032
after global placement | 0.4988 | 0.4413 | 2.896 | 0.2031
after floorplan | 0.4797 | - | 3.107 | 0.1984
## synthesized netlist by cell type, drive strengths merged, types with 4 or more instances
| cell | n |
|---|---|
| dfrtp | 22 |
| nor3 | 5 |
| xnor2 | 5 |
| nor4 | 4 |
| nand2 | 11 |
| o21ai | 9 |
| nor2 | 5 |
| nand3 | 7 |
| inv | 5 |
| and2 | 5 |
| nand4b | 4 |
| a21oi | 4 |
## worst min-delay path by stage
stage	start	end	cells past startpoint
after CTS	u_tx.baud_counter[14]	u_tx.baud_counter[14]	1
after global routing	u_tx.baud_counter[13]	u_tx.baud_counter[13]	1
final	u_tx.baud_counter[14]	u_tx.baud_counter[14]	1
## routing by layer
| metal | vias up | wire [µm] | global-route usage |
|---|---|---|---|
| met2 | 16 | 975 | 0.2332 |
| met5 | - | 0 | 0 |
| met3 | 2 | 89 | 0.03563 |
| li1 | 465 | - | - |
| met4 | 0 | 18 | 0.01361 |
| met1 | 449 | 1164 | 0.2682 |
Power figures rest on the tool's default switching activity, not on a simulated workload.
